**/design/flow/config.mk**
```make
export PLATFORM = sky130hd
export DESIGN_NAME = LFSR
export DESIGN_NICKNAME = LFSR
export VERILOG_FILES = /design/flow/design.v
export SDC_FILE = /design/flow/constraint.sdc
export NUM_CORES = 4
export LEC_CHECK = 1
export CORE_AREA = 10 10 72 72
export DIE_AREA = 0 0 82 82
```
**/design/flow/design.v**
```verilog
`timescale 1ns / 1ps
module LFSR(
    input wire clk,
    input wire [5:0] seed,
    input wire reset,
    output wire [5:0] lfsr
);
    reg [5:0] lfsr_reg;
    reg [5:0] seed_reg;
    reg [0:7] counter;
    reg hold;
    wire feedback = lfsr_reg[5] ^ lfsr_reg[4] ^ lfsr_reg[2];
    always @(posedge clk) begin
        if (reset) begin
            lfsr_reg <= seed;
            seed_reg <= seed;
            hold <= 0;
            counter <= 0;
        end else begin
            if (seed != seed_reg) begin
                lfsr_reg <= seed;
                seed_reg <= seed;
                hold <= 0;
                counter <= 0;
            end else if (!hold) begin
                lfsr_reg <= {lfsr_reg[4:0], feedback};
                counter <= counter + 1;
                if ({lfsr_reg[4:0], feedback} == seed_reg) begin
                    hold <= 1; 
                end
            end
        end
    end
    assign lfsr = lfsr_reg;
endmodule
```
**/design/flow/run.sh**
```bash
#!/bin/bash
# OpenROAD 26Q1-2900-gdf79404cd8, Yosys 0.63+post, stock flow scripts
make -C /OpenROAD-flow-scripts/flow DESIGN_CONFIG=/design/flow/config.mk WORK_HOME=/design/flow/orfs finish
```
**/design/flow/constraint.sdc**
```tcl
current_design LFSR

set clk_period 2.7
set clk_io_pct 0.2

create_clock -name clk0 -period $clk_period [get_ports {clk}]

set non_clock_inputs [all_inputs -no_clocks]
set_input_delay [expr $clk_period * $clk_io_pct] -clock clk0 $non_clock_inputs
set_output_delay [expr $clk_period * $clk_io_pct] -clock clk0 [all_outputs]
```
==> flow_summary.json <==
{
  "yosysTopAreaCell": "edfxtp_1",
  "clk_path_buf_depth": 2,
  "fin_tns_setup_ns": 0,
  "grt_pass1_vias": 395,
  "synth.most_common_cell": "edfxtp_1",
  "via_count": 359,
  "antennaDiodeCount": 0,
  "routedWlPerCell_um": 11.66,
  "drive_above_1_share_pct": 23.73,
  "num_rows": 22,
  "edf_count": 12,
  "routed_wl_um": 1248,
  "gr-usage-met3_pct": 2.643,
  "dieArea_sq_um": 6724,
  "holdCritPathClass": "reg -> reg",
  "ys_warn_count": 1,
  "fin_worst_skew_ns": 0.008860,
  "cts.sinks": 13,
  "antenna_found_initial": 0,
  "crit_path_max_fanout": 6,
  "timing.fmax_mhz": 458.0,
  "via_per_inst": 3.355,
  "die_h_um": 82,
  "finalHoldViolCount": 0,
  "h-tree-depth": 1,
  "hold_buffers": 0,
  "slowest_delay_ns": 0.46,
  "synth_cell_types": 13,
  "fp.coreArea_sq_um": 3689,
  "max-vdd-ir-drop_v": 0.0002082,
  "synthTopCellsByArea": "edfxtp_1 57%, mux2_2 11%, xnor2_1 9.6%",
  "grt_pass1_wl_um": 2001,
  "initCoreUtil_pct": 17.27,
  "port_buffers": 13,
  "drc": 0,
  "rsz0062_at_grt": "no",
  "log.warning_count": 25,
  "worst_setup_path_end_kind": "flop",
  "synth_cells": 40,
  "cts_setup_buffers": 0,
  "synth_seq_share_pct": 59.72,
  "status": "finished clean",
  "yosysTopAreaCellShare_pct": 56.58,
  "setup_viol": 0,
  "rrSetupSlack_ns": 0.90,
  "tritoncts": "built",
  "ff_type": "edfxtp_1",
  "fin_crit_ns": 2.183,
  "worstSetupPathType": "in -> reg",
  "worstPathArrival_ns": 2.17,
  "cp.required_ns": 2.69,
  "top_usage_layer": "met1",
  "clock_latency_ns": 0.24,
  "path_cells": "clkdlybuf4s50_1 > xor2_1 > nor4_2 > nand4_2 > buf_4 > mux2_2",
  "slew_headroom_pct": 82.10,
  "cellLeakagePower_nw": 0.3100,
  "path_clk_slew_ns": 0.05,
  "synth_area_sq_um": 636.9,
  "first_pass_iters": 4,
  "overflow": 0,
  "crit_slowest_cell": "clkdlybuf4s50_1",
  "syn_avg_cell_area_sq_um": 15.92,
  "area_growth_pct": 39.29,
  "tightest_slew_ns": 0.2662,
  "num_io_pins": 14,
  "dpl_cell_area_sq_um": 842.1,
  "final_util_pct": 24.05,
  "ys.flops": 13,
  "met1_usage_pct": 5.540,
  "grt_max_degree": 8,
  "power_density_nw_per_um2": 524.0,
  "die_w_um": 82,
  "gr-usage-met2_pct": 5.172,
  "async_flop_share_pct": 0,
  "antenna_left": 0,
  "drt-initial-drc-count": 49,
  "drv_slew": 0,
  "finalInstanceArea_sq_um": 887.1,
  "yosys-top-cells-count": "12 x edfxtp_1, 7 x xnor2_1, 6 x mux2_2, 6 x xor2_1",
  "ys_area_sq_um": 636.9,
  "cts_resized": 0,
  "fin_crit_sh_pct": 80.87,
  "grt.total_usage_pct": 3.981,
  "critPathLaunchType": "input pin",
  "gp_congestion": 0.7566,
  "maxCapViolCount": 0,
  "cts_buffers": 3,
  "root_buffer": "clkbuf_8",
  "ys_cells": 40
}
## cell type report
| type | instances | area [sq um] |
|---|---|---|
| well taps | 48 | 60.06 |
| repair buffers | 15 | 145.1 |
| multi-input cells | 26 | 252.7 |
| clock buffers | 4 | 45.04 |
| fillers | 400 | 2801 |
| flip-flops and latches | 13 | 380.4 |
| inverters | 1 | 3.754 |
## critical path: cells and delay by family
kind          cells  cell delay (ns)
xor+xnor          1             0.19
mux               1             0.28
simple gates      2             0.49
buf+inv           2             0.66
## kinds of logic after synthesis
kind of cell | after synthesis | share of synthesized area (%)
flip-flops | 13 | 59.73
AND/OR/NAND/NOR | 5 | 6.680
buffers and inverters | 1 | 0.5888
multiplexers | 6 | 10.61
AND-OR/OR-AND | 1 | 0.7851
XOR/XNOR | 14 | 21.61
## final timing paths
check,to,cells after the start,from
worst min register to register,hold,2,hold
worst max register to register,lfsr_reg[1],5,seed_reg[5]
worst max-delay path,lfsr_reg[1],6,seed[5]
worst min-delay path,hold,2,hold
## through the flow
step	setup WS, ns	total power (W)	hold WS [ns]	std cells
2_1_floorplan	0.7192	0.0002732	0.4243	40
3_3_place_gp	0.2248	0.0003046	0.4401	103
3_5_place_dp	0.2267	0.0003044	0.4442	103
4_1_cts	0.4752	0.0004715	0.4513	107
5_1_grt	0.3921	0.0004910	0.4927	107
6_report	0.5165	0.0004648	0.4564	107
## layer usage
layer,share of wire [%],vias to the layer above
met1,46,161
met2,43,10
met3,10,2
met4,1.1,0
met5,0,-
li1,-,186
## power breakdown
group,internal (W),switching [W],total [W]
clock network,0.000104,0.0000617,0.000165
logic,0.0000389,0.0000187,0.0000576
registers,0.000232,0.0000103,0.000242
## cell usage in the layout, fill, tap and decap left out, drive strengths merged, types with 2 or more instances in the layout
master	count
clkdlybuf4s50	13
edfxtp	12
xnor2	7
xor2	6
mux2	6
clkbuf	4
buf	2
nand4	2
Power figures rest on the tool's default switching activity, not on a simulated workload.
