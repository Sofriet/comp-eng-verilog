===== flow/design.v =====
`timescale 1ns / 1ps
module left_mode (
    input wire clk,
    input wire enable,
    input wire tick,
    input wire reset,
    output reg [3:0] led = S1
);
    localparam S1 = 4'b0000,
               S2 = 4'b0001,
               S3 = 4'b0011,
               S4 = 4'b0110,
               S5 = 4'b1100,
               S6 = 4'b1000;
    reg [3:0] next_led;
    always @(posedge clk or posedge reset) begin
        if(reset) begin
            led <= S1;
        end else if (enable && tick) begin
            if ((led == S1) || (led == S2) || (led == S3) || (led == S4) || (led == S5) || (led == S6)) begin
                led <= next_led;
            end else begin
                led <= S1;
            end
        end
    end
    always @(*) begin
        case (led)
            S1: next_led = S2;
            S2: next_led = S3;
            S3: next_led = S4;
            S4: next_led = S5;
            S5: next_led = S6;
            S6: next_led = S1;
            default: next_led = S1;
        endcase
    end
endmodule
`timescale 1ns / 1ps
module right_mode (
    input wire clk,
    input wire enable,
    input wire tick,
    input wire reset,
    output reg [3:0] led = S1
);
    localparam S1 = 4'b0000,
               S2 = 4'b1000,
               S3 = 4'b1100,
               S4 = 4'b0110,
               S5 = 4'b0011,
               S6 = 4'b0001;
    reg [3:0] next_led;
    always @(posedge clk) begin
        if(reset) begin
            led <= S1;
        end else if (enable && tick) begin
            if ((led == S1) || (led == S2) || (led == S3) || (led == S4) || (led == S5) || (led == S6)) begin
                led <= next_led;
            end else begin
                led <= S1;
            end
        end
    end
    always @(*) begin
        case (led)
            S1: next_led = S2;
            S2: next_led = S3;
            S3: next_led = S4;
            S4: next_led = S5;
            S5: next_led = S6;
            S6: next_led = S1;
            default: next_led = S1;
        endcase
    end
endmodule
`timescale 1ns / 1ps
module road_sign(
    input wire clk,       
    input wire reset,     
    input wire [3:0] btn,  
    output reg [3:0] led,  
    output reg [2:0] rgb_led  
    );
    wire left_enable, right_enable, warning_enable;
    wire [3:0] left_led, right_led, warning_led;
    reg [3:0] btn_prev;
    reg [3:0] btn_rising_edge;
    localparam integer MAX_COUNT = 62500000;
    reg [26:0] tick_counter = 0;
    reg tick = 0;
    localparam SAFE    = 3'd0,
               LEFT    = 3'd1,
               RIGHT   = 3'd2,
               WARNING = 3'd3;
    reg [2:0] mode = SAFE, next_mode;
    left_mode left_inst (
        .clk(clk),
        .enable(left_enable),
        .led(left_led),
        .tick(tick),
        .reset(reset)
    );
    right_mode right_inst (
        .clk(clk),
        .enable(right_enable),
        .led(right_led),
        .tick(tick),
        .reset(reset)
    );
    warning_mode warning_inst (
        .clk(clk),
        .enable(warning_enable),
        .led(warning_led),
        .tick(tick),
        .reset(reset)
    );
    assign left_enable    = (mode == LEFT);
    assign right_enable   = (mode == RIGHT);
    assign warning_enable = (mode == WARNING);
    always @(posedge clk or posedge reset) begin
        if (reset) begin
            tick_counter <= 0;
            tick <= 0;
        end else begin
            if (tick_counter >= MAX_COUNT - 1) begin
                tick_counter <= 0;
                tick <= 1;
            end else begin
                tick_counter <= tick_counter + 1;
                tick <= 0;
            end
        end
    end
    always @(posedge clk or posedge reset) begin
        if (reset) begin
            btn_prev <= 4'b0000;
            btn_rising_edge <= 4'b0000;
        end else begin
            btn_rising_edge <= btn & ~btn_prev;
            btn_prev <= btn;
        end
    end
    always @(posedge clk) begin
        if (reset) begin
            mode <= SAFE;
        end else begin
            mode <= next_mode;
        end 
        rgb_led <= mode;
    end
    always @(*) begin
       if (mode == SAFE) begin
        case (btn_rising_edge)
            4'b0001: next_mode = LEFT;
            4'b0010: next_mode = RIGHT;
            4'b0100: next_mode = WARNING;
            4'b1000: next_mode = SAFE;
            default: next_mode = mode;
        endcase
       end else begin
        case (btn_rising_edge) 
            4'b1000: next_mode = SAFE;
            default: next_mode = mode;
        endcase
       end
    end
    always @(*) begin
        case (mode)
            LEFT:    led = left_led;
            RIGHT:   led = right_led;
            WARNING: led = warning_led;
            default: led = 4'd0;
        endcase
    end
endmodule
`timescale 1ns / 1ps
module warning_mode (
    input wire clk,
    input wire enable,
    input wire tick,
    input wire reset,
    output reg [3:0] led = S1
);
    localparam S1 = 4'd0,
               S2 = 4'b1100,
               S3 = 4'b0011;
    reg [3:0] next_led;
    always @(posedge clk) begin
        if(reset) begin
            led <= S1;
        end else if (enable && tick) begin
            if ((led == S1) || (led == S2) || (led == S3)) begin
                led <= next_led;
            end else begin
                led <= S1;
            end
        end
    end
    always @(*) begin
        case (led)
            S1: next_led = S2;
            S2: next_led = S3;
            S3: next_led = S1;
            default: next_led = S1;
        endcase
    end
endmodule

===== flow/run.sh =====
#!/bin/bash
# OpenROAD 26Q1-2900-gdf79404cd8, Yosys 0.63+post, stock flow scripts
make -C /OpenROAD-flow-scripts/flow DESIGN_CONFIG=/design/flow/config.mk WORK_HOME=/design/flow/orfs finish

===== flow/config.mk =====
export PLATFORM = sky130hd
export DESIGN_NAME = road_sign
export DESIGN_NICKNAME = road_sign
export VERILOG_FILES = /design/flow/design.v
export SDC_FILE = /design/flow/constraint.sdc
export NUM_CORES = 4
export LEC_CHECK = 1
export CORE_UTILIZATION = 30

===== flow/constraint.sdc =====
current_design road_sign

set clk_period 3.9
set clk_io_pct 0.2

create_clock -name clk0 -period $clk_period [get_ports {clk}]

set non_clock_inputs [all_inputs -no_clocks]
set_input_delay [expr $clk_period * $clk_io_pct] -clock clk0 $non_clock_inputs
set_output_delay [expr $clk_period * $clk_io_pct] -clock clk0 [all_outputs]

==> run notes <==
fresh numbers from the pnr run: status=finished, final reports clean, setup violators final=0, area share, top type=40.5%, Unique masters post-synth=50, CP max FO=15, Die Ht=92.8 µm, Post-Synth Adder-Cell Area=0.506%, Antenna Violating Nets Remaining=0, Max clock buf depth=2, DRC violations left=0, IO Count=13, Reg power frac=54.9%, P per Cell Area=382 mW/mm², critical path class=reg -> out, placed instance count=358, Post-DP Area=0.00267 mm², fp util=31.5%, Worst Hold Class=reg -> reg, post-route cell area=0.00279 mm², clock share of power=34.3%, yosys cell count=254, P_int=0.796 mW, share of layout cells above drive strength 1=9.09%, worst skew pair latency=300 ps, Crit. End Element=output pin, vias in the first global route=1786, Max VDD drop=0.150 mV, Pleak=1.03 nW, n_diodes=0, CTS buffer count=5, Avg Inst Size Synth=9.73 µm², CTS Sinks=50, Resized cells post-CTS=0, H-tree depth=2, Worst-path clk slew=100 ps, Synth Area in Simple Gates=25.6%, sw frac=25.3%, logic area=0.00119 mm², Mapped Area=0.00247 mm², CTS Root Buffer Type=clkbuf_8, crit share post-route=68.2%, core region area=0.00785 mm², Worst Slack Setup Final=1240 ps, largest family of logic cells by area=simple AND/OR/NAND/NOR gates, total number of vias=1949, crit-path max cell delay=570 ps, most instantiated logic cells after routing=dfrtp_1 (40), nor3_1 (20), nand2_1 (19), CP Data Arrival Time=1880 ps, Die ar.=0.00860 mm², fill cell instance count of the final layout=816, CP delay by family, top=flip-flops, slowest cell on the critical path=dfxtp_1, Hold Violations, Final=0, Iter 0 DRT Violations=69, drt first pass iters=4, most used flip-flop cell=dfrtp_1, most numerous logic cell after layout=dfrtp_1, first-pass GRT wire length=8210 µm, Post-synth EDFFs=0, Overall Power=1.07 mW, Yosys reg bits=50, critical-path cell list=nor2b_1 > a22o_1 > clkdlybuf4s50_1, routability cong.=0.838, aoi share=17.0%, top cells by area=dfrtp_1 (41%), dfxtp_1 (8.1%), nor3_1 (4.1%), mux share=0.405%, Layout Cells excl Fill=366, routed wire length per instance=12.7 µm, total congestion overflow=0, Critical Path RT=3120 ps, Buffers & Inverters on Critical Path=1, Syn Inst Count=254, chip width=92.8 µm, final WL=4660 µm, area delta synth->final=12.8%, initial antenna violation count=0, RSZ-0062 raised after global routing=false, Comb power frac=10.8%, largest net degree at the start of global routing=33, count of pins over their slew limit=0, net switching power figure=0.270 mW, Port Buffers=11, Reg area=0.00120 mm², vias per cell=5.33, DPL Wire Length=3160 µm, Post-Place Worst Slack=1590 ps, fin crit period=2660 ps, All-Layer GR Usage=11.8%, maximum clock rate=376 MHz, yosys xor share=4.25%, critical path launch point type=flop, ys async rst share=80.0%, YS warnings=4, MaxCap Viol Count=0, Final Util=35.5%, Final Skew=9.66 ps, Hold WS=400 ps, largest area contributor in the netlist=dfrtp_1, # hold bufs at CTS=0, CTS tree=yes, tally of OpenROAD warnings=25, postcts setup bufs=0, Synth Seq Share=48.6%, yosys stat area=0.00247 mm², Setup TNS=0 ps, # rows=32
## worst paths after layout
| path | from | slack (ps) | end | depth (start not counted) |
|---|---|---|---|---|
| min | btn_prev[0] | 400 | btn_rising_edge[0] | 1 |
| max reg2reg | tick_counter[12] | 1660 | tick_counter[3] | 5 |
| max in group asynchronous | reset | 2190 | tick_counter[11] | 3 |
| min in group asynchronous | reset | 970 | btn_rising_edge[1] | 2 |
| max | mode[1] | 1240 | led[0] | 3 |
| min reg2reg | btn_prev[0] | 400 | btn_rising_edge[0] | 1 |
## Yosys cell counts, types with 3 or more instances
library cell and n:
inv_1 7, a22o_1 4, or3_1 5, a211oi_2 3, xor2_1 7, nor3b_1 3
a21oi_1 9, and4_1 3, dfxtp_1 10, nor2b_1 8, nor2_1 7, a211oi_1 10
clkbuf_1 6, nand4_1 10, dfrtp_1 40, o21ai_0 16, or4_1 7, nor3_1 20
o41ai_1 3, xnor2_1 5, and3_1 4, nand3_1 9, nand2_1 19, buf_2 4
o31ai_1 5
## routing by layer
layer  share of wire [%]  up-vias  wire length (µm)  global-route usage, %
met4                0.49        0                23                   1.41
li1                    -      970                 -                      -
met2                  45       32              2120                   18.7
met1                  50      945              2310                   17.4
met5                   0        -                 0                      0
met3                 4.4        2               207                   2.51
## flip-flops by register name, indices dropped and copies added (netlist names), 2 cells and up
name              count
warning_inst.led      2
right_inst.led        4
rgb_led               2
btn_rising_edge       4
btn_prev              4
mode                  2
left_inst.led         4
tick_counter         27
## power groups by stage
| stage | combinational, mW | sequential, mW | clock, mW |
|---|---|---|---|
| 4_1_cts | 0.116 | 0.585 | 0.377 |
| 5_1_grt | 0.136 | 0.591 | 0.400 |
| 6_report | 0.115 | 0.585 | 0.366 |
## final cells by class
class                      instances  area share, %
clock buffer                       5           2.47
clock inverter                     3           1.57
inverter                           7          0.943
timing repair buffer              14           4.76
sequential                        50           43.1
tap                              102           4.58
multi-input combinational        185           42.6
## cells by family after synthesis
| kind of cell | after synthesis |
|---|---|
| simple gates | 109 |
| compound gates | 60 |
| flops | 50 |
| buf+inv | 20 |
| xor+xnor | 12 |
| fa+ha+maj | 1 |
| other cells | 1 |
| mux | 1 |
Power and IR drop assume default switching activity.
