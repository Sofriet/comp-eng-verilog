`flow/config.mk`:
```
export PLATFORM = sky130hd
export DESIGN_NAME = async_en_decode
export DESIGN_NICKNAME = async_en_decode
export VERILOG_FILES = /design/flow/design.v
export SDC_FILE = /design/flow/constraint.sdc
export NUM_CORES = 4
export LEC_CHECK = 1
export CORE_AREA = 10 10 70 70
export DIE_AREA = 0 0 80 80
```
`flow/constraint.sdc`:
```
current_design async_en_decode

set clk_period 1.0
set clk_io_pct 0.2

create_clock -name clk0 -period $clk_period

set non_clock_inputs [all_inputs -no_clocks]
set_input_delay [expr $clk_period * $clk_io_pct] -clock clk0 $non_clock_inputs
set_output_delay [expr $clk_period * $clk_io_pct] -clock clk0 [all_outputs]
```
`flow/design.v`:
```
`timescale 1ns / 1ps
module async_en_decode(
    input wire reset,
    input wire prog_select,
    input wire [2:0] bin_rot,
    input wire [3:0] gray_rot,
    output reg [3:0] led
);
    always @(*) begin
        if (prog_select) begin
            if (reset) begin
                led = 4'b0000;
            end
            else begin
                led[2:0] = bin_rot;
                led[3]   = 1'b0;
            end
        end else begin
            case (gray_rot)
                    4'b1111: led = 4'b1000;  
                    4'b0100: led = 4'b1001;  
                    4'b0110: led = 4'b0001;  
                    4'b0010: led = 4'b0011;  
                    4'b0011: led = 4'b0010;  
                    4'b0001: led = 4'b0110;  
                    4'b1001: led = 4'b0100;  
                    4'b1000: led = 4'b1100;  
                    default: led = 4'b0000;  
            endcase
        end
    end
endmodule
```
`flow/run.sh`:
```
#!/bin/bash
# OpenROAD 26Q1-2900-gdf79404cd8, Yosys 0.63+post, stock flow scripts
make -C /OpenROAD-flow-scripts/flow DESIGN_CONFIG=/design/flow/config.mk WORK_HOME=/design/flow/orfs finish
```
==> qor.rpt <==
=================================================================================
Result of the run                                                    finished, violations left
Violations in the final reports                                      negative setup slack
Standard cell with the maximum stage delay on the critical path      sky130_fd_sc_hd__or4b_1
Cells on Worst Hold Path                                                        3
Detailed Place HPWL                                                        511 um
Final Slew Violations                                                           0
TNS Setup                                                               -0.503 ns
Floorplan core area                                                      3420 um2
Prevailing logic family in the synthesized netlist                   simple AND/OR/NAND/NOR gates
Number of optimization iterations in the first detailed-route pass              2
Cell count listed in synth_stat.txt                                            13
Average size of a mapped cell                                            7.12 um2
Count of yosys warnings during synthesis                                        1
Critical Path AT                                                          1.10 ns
Die width                                                                   80 um
Post-placement cell area                                                  318 um2
Multiplexer area fraction after synthesis                                       0
Power share of the combinational group                                      1.000
Post-route DRC                                                                  0
Max Freq                                                                0.769 GHz
Placement row count                                                            21
Simple Share, Synth                                                         0.649
Top cell excl fill/tap                                               sky130_fd_sc_hd__buf_6
Synth-to-layout area growth                                                  285%
Number of top-level pins                                                       13
Relative max-transition margin                                              0.849
Die Height                                                                  80 um
Total Die Area                                                           6400 um2
Unrepaired setup endpoints after global routing                              true
Distinct lib cells                                                              6
Switching part of the total                                                 0.387
Final Cell Area                                                           357 um2
Crit-path cells                                                      buf_6, or4b_1, a31oi_1, buf_2
RD Place Congestion                                                         0.796
Most frequent cells in the layout                                    sky130_fd_sc_hd__buf_6, sky130_fd_sc_hd__buf_2, sky130_fd_sc_hd__nor2_1, sky130_fd_sc_hd__nand3b_1, sky130_fd_sc_hd__dlygate4sd2_1
Static Leakage                                                           0.151 nW
Final critical-path share of the clock period                                1.30
Final hold viol count                                                           0
CP Data Required Time                                                     0.80 ns
Sum of routed wire length over all layers                                  628 um
Category of the critical setup timing path                              in -> out
Delay of the slowest cell on the worst path                               0.51 ns
Ratio of cells with drive above 1 in the final layout                       0.548
Worst-path fanout max                                                           3
Total number of vias                                                          200
Yosys adder share                                                               0
Power Internal                                                            69.3 uW
Initial antenna violation count                                                 0
Count of warning messages emitted by the tools                                 35
Sequential share of the synthesized area                                        0
Average routed wire per standard cell                                     8.16 um
Smallest setup slack after layout                                       -0.300 ns
DR iter-0 viols                                                                 2
Setup crit end kind                                                   output port
Gate count after technology mapping                                            13
Worst-case vdd ir drop                                                  0.0337 mV
Vias in the first global route                                                219
Transition time at the pin with the least slew margin                    0.224 ns
Power Total                                                                113 uW
Portion of total power attributed to sequential cells                           0
Antenna cells                                                                   0
Tally of max-capacitance violations                                             0
PwrDens                                                                317 nW/um2
Total standard cell area after synthesis                                 92.6 um2
First-pass GRT wire length                                                 986 um
Cell family with the largest share of critical-path delay            simple AND/OR/NAND/NOR gates
Fp util                                                                    0.0271
Endpoint with the worst hold slack                                         led[3]
Clock network fraction of design power                                          0
Type of element launching the critical path                          primary input
Hold buffer count at cts                                                        0
AND-OR/OR-AND Cells, Area Fraction                                          0.351
Psw                                                                       43.8 uW
Min-delay src                                                         prog_select
Maximum number of pins on one net before global-route repair                    6
Minimum clock period after layout                                         1.30 ns
Count of fill cells added during filler insertion                             396
I/O Buffers                                                                    13
Min-Delay Path Class                                                    in -> out
Flop count                                                                      0
Number of clock buffers in the layout                                           0
Vias per cell                                                                2.60
Number of buffers and inverters on the critical path                            2
Post-synthesis xor/xnor area fraction                                           0
YS chip area                                                             92.6 um2
Number of routed nets with antenna violations                                   0
Register area                                                               0 um2
Overflow left after global routing                                              0
Comb. cell area                                                           138 um2
GRT Overall Usage                                                          0.0173
Setup violators final                                                           4
=================================================================================
layout make-up:
type,instances,area share
Tap cell,46,0.161
Multi-Input combinational cell,13,0.386
Timing Repair Buffer,18,0.453
power groups by stage:
stage     Clock (mW)  Combinational [mW]  Sequential [mW]
4_1_cts            0               0.103                0
5_1_grt            0               0.121                0
6_report           0               0.113                0
synth_stat cells:
library cell | n | share of area
sky130_fd_sc_hd__o41ai_1 | 3 | 0.28
sky130_fd_sc_hd__a31oi_1 | 1 | 0.068
sky130_fd_sc_hd__nand3b_1 | 3 | 0.24
sky130_fd_sc_hd__or4b_1 | 2 | 0.22
sky130_fd_sc_hd__nor2_1 | 3 | 0.12
sky130_fd_sc_hd__nand4_1 | 1 | 0.068
worst min-delay path, cell delays in order:
cell and delay (ns):
sky130_fd_sc_hd__clkbuf_4 0.17, sky130_fd_sc_hd__a31oi_1 0.05, sky130_fd_sc_hd__buf_2 0.11
through the flow:
step                std cells  setup WS, ns    util  hold WS (ns)
floorplan                  13       -0.0246       -         0.411
global placement           77         -1.00  0.0930          1.37
detailed placement         77         -1.03  0.0930          1.37
CTS                        79        -0.286  0.0993         0.720
global route               77        -0.348   0.104         0.757
finish                     77        -0.300   0.104         0.729
metal layers:
layer / GRT usage / routed length, um / part of all wire
met1: 0.0257 / 327 / 0.52
met2: 0.0265 / 269 / 0.43
met3: 0.00341 / 31 / 0.049
met4: 0 / 0 / 0
met5: 0 / 0 / 0
how the worst max path moves through the flow:
stage / from / to / slack, ns / cells after the start
5_1_grt: gray_rot[3] / led[3] / -0.35 / 4
4_1_cts: gray_rot[3] / led[3] / -0.29 / 4
6_report: gray_rot[3] / led[3] / -0.30 / 4
logic make-up (layout without fill, tap and decap cells):
group                  after synthesis  after routing
AND-OR/OR-AND                        4              4
buffers and inverters                0             18
AND/OR/NAND/NOR                      9              9
what timing repair did:
item	in CTS	in global routing
pin swaps	8	2
gates cloned	0	0
setup endpoints to repair	4	4
gates resized	46	7
setup buffers	2	0
Power figures rest on the tool's default switching activity, not on a simulated workload.
